$ cat flow/run.sh
#!/bin/bash
# OpenROAD 26Q1-2900-gdf79404cd8, Yosys 0.63+post, stock flow scripts
make -C /OpenROAD-flow-scripts/flow DESIGN_CONFIG=/design/flow/config.mk WORK_HOME=/design/flow/orfs finish
$ cat flow/config.mk
export PLATFORM = sky130hd
export DESIGN_NAME = fir_12bit
export DESIGN_NICKNAME = fir_12bit
export VERILOG_FILES = /design/flow/design.v
export SDC_FILE = /design/flow/constraint.sdc
export NUM_CORES = 4
export LEC_CHECK = 1
export CORE_UTILIZATION = 40
$ cat flow/constraint.sdc
current_design fir_12bit

set clk_period 22.3
set clk_io_pct 0.2

create_clock -name clk0 -period $clk_period [get_ports {clk}]

set non_clock_inputs [all_inputs -no_clocks]
set_input_delay [expr $clk_period * $clk_io_pct] -clock clk0 $non_clock_inputs
set_output_delay [expr $clk_period * $clk_io_pct] -clock clk0 [all_outputs]
$ cat flow/design.v
`timescale 1ns/1ps
module fir_12bit(
	input clk,
	input rst,
	input wire signed [11:0] signal_in,
	output wire signed [11:0] signal_out
);
reg signed [29:0] unit;
reg signed [11:0] delay_pipeline[63:0];
wire signed [15:0] coef[63:0];
    assign coef[0] = 3;
    assign coef[1] = -37;
    assign coef[2] = -33;
    assign coef[3] = -17;
    assign coef[4] = 22;
    assign coef[5] = 64;
    assign coef[6] = 77;
    assign coef[7] = 38;
    assign coef[8] = -46;
    assign coef[9] = -131;
    assign coef[10] = -154;
    assign coef[11] = -74;
    assign coef[12] = 87;
    assign coef[13] = 242;
    assign coef[14] = 279;
    assign coef[15] = 133;
    assign coef[16] = -153;
    assign coef[17] = -421;
    assign coef[18] = -482;
    assign coef[19] = -228;
    assign coef[20] = 262;
    assign coef[21] = 727;
    assign coef[22] = 838;
    assign coef[23] = 403;
    assign coef[24] = -473;
    assign coef[25] = -1357;
    assign coef[26] = -1645;
    assign coef[27] = -850;
    assign coef[28] = 1112;
    assign coef[29] = 3805;
    assign coef[30] = 6394;
    assign coef[31] = 7978;
    assign coef[32] = 7978;
    assign coef[33] = 6394;
    assign coef[34] = 3805;
    assign coef[35] = 1112;
    assign coef[36] = -850;
    assign coef[37] = -1645;
    assign coef[38] = -1357;
    assign coef[39] = -473;
    assign coef[40] = 403;
    assign coef[41] = 838;
    assign coef[42] = 727;
    assign coef[43] = 262;
    assign coef[44] = -228;
    assign coef[45] = -482;
    assign coef[46] = -421;
    assign coef[47] = -153;
    assign coef[48] = 133;
    assign coef[49] = 279;
    assign coef[50] = 242;
    assign coef[51] = 87;
    assign coef[52] = -74;
    assign coef[53] = -154;
    assign coef[54] = -131;
    assign coef[55] = -46;
    assign coef[56] = 38;
    assign coef[57] = 77;
    assign coef[58] = 64;
    assign coef[59] = 22;
    assign coef[60] = -17;
    assign coef[61] = -33;
    assign coef[62] = -37;
    assign coef[63] = 3;
   reg signed [29:0] product[63:0];
   reg signed [29:0] sum_buf;
   reg signed [11:0] data_in_buf;
   always @(posedge clk or negedge rst) begin
		if(!rst) begin
			data_in_buf <= 0;
		end
        else begin
		    data_in_buf <= signal_in;
		end
	end
	always @(posedge clk or negedge rst) begin
		if (!rst) begin
            delay_pipeline[0] <= 0;
	        delay_pipeline[1] <= 0;
			delay_pipeline[2] <= 0;
			delay_pipeline[3] <= 0;
			delay_pipeline[4] <= 0;
			delay_pipeline[5] <= 0;
			delay_pipeline[6] <= 0;
			delay_pipeline[7] <= 0;
			delay_pipeline[8] <= 0;
	        delay_pipeline[9] <= 0;
			delay_pipeline[10] <= 0;
			delay_pipeline[11] <= 0;
			delay_pipeline[12] <= 0;
			delay_pipeline[13] <= 0;
			delay_pipeline[14] <= 0;
			delay_pipeline[15] <= 0;
			delay_pipeline[16] <= 0;
	        delay_pipeline[17] <= 0;
			delay_pipeline[18] <= 0;
			delay_pipeline[19] <= 0;
			delay_pipeline[20] <= 0;
			delay_pipeline[21] <= 0;
			delay_pipeline[22] <= 0;
			delay_pipeline[23] <= 0;
			delay_pipeline[24] <= 0;
	        delay_pipeline[25] <= 0;
			delay_pipeline[26] <= 0;
			delay_pipeline[27] <= 0;
			delay_pipeline[28] <= 0;
			delay_pipeline[29] <= 0;
			delay_pipeline[30] <= 0;
			delay_pipeline[31] <= 0;
			delay_pipeline[32] <= 0;
	        delay_pipeline[33] <= 0;
			delay_pipeline[34] <= 0;
			delay_pipeline[35] <= 0;
			delay_pipeline[36] <= 0;
			delay_pipeline[37] <= 0;
			delay_pipeline[38] <= 0;
			delay_pipeline[39] <= 0;
			delay_pipeline[40] <= 0;
	        delay_pipeline[41] <= 0;
			delay_pipeline[42] <= 0;
			delay_pipeline[43] <= 0;
			delay_pipeline[44] <= 0;
			delay_pipeline[45] <= 0;
			delay_pipeline[46] <= 0;
			delay_pipeline[47] <= 0;
			delay_pipeline[48] <= 0;
	        delay_pipeline[49] <= 0;
			delay_pipeline[50] <= 0;
			delay_pipeline[51] <= 0;
			delay_pipeline[52] <= 0;
			delay_pipeline[53] <= 0;
			delay_pipeline[54] <= 0;
			delay_pipeline[55] <= 0;
			delay_pipeline[56] <= 0;
	        delay_pipeline[57] <= 0;
			delay_pipeline[58] <= 0;
			delay_pipeline[59] <= 0;
			delay_pipeline[60] <= 0;
			delay_pipeline[61] <= 0;
			delay_pipeline[62] <= 0;
			delay_pipeline[63] <= 0;
		end
		else begin
			delay_pipeline[0] <= data_in_buf;
	        delay_pipeline[1] <= delay_pipeline[0] ;
			delay_pipeline[2] <= delay_pipeline[1] ;
			delay_pipeline[3] <= delay_pipeline[2] ;
			delay_pipeline[4] <= delay_pipeline[3] ;
			delay_pipeline[5] <= delay_pipeline[4] ;
			delay_pipeline[6] <= delay_pipeline[5] ;
			delay_pipeline[7] <= delay_pipeline[6] ;
			delay_pipeline[8] <= delay_pipeline[7] ;
	        delay_pipeline[9] <= delay_pipeline[8] ;
			delay_pipeline[10] <=delay_pipeline[9] ;
			delay_pipeline[11] <=delay_pipeline[10];
			delay_pipeline[12] <=delay_pipeline[11];
			delay_pipeline[13] <=delay_pipeline[12];
			delay_pipeline[14] <=delay_pipeline[13];
			delay_pipeline[15] <=delay_pipeline[14];
			delay_pipeline[16] <=delay_pipeline[15];
	        delay_pipeline[17] <=delay_pipeline[16];
			delay_pipeline[18] <=delay_pipeline[17];
			delay_pipeline[19] <=delay_pipeline[18];
			delay_pipeline[20] <=delay_pipeline[19];
			delay_pipeline[21] <=delay_pipeline[20];
			delay_pipeline[22] <=delay_pipeline[21];
			delay_pipeline[23] <=delay_pipeline[22];
			delay_pipeline[24] <=delay_pipeline[23];
	        delay_pipeline[25] <=delay_pipeline[24];
			delay_pipeline[26] <=delay_pipeline[25];
			delay_pipeline[27] <=delay_pipeline[26];
			delay_pipeline[28] <=delay_pipeline[27];
			delay_pipeline[29] <=delay_pipeline[28];
			delay_pipeline[30] <=delay_pipeline[29];
			delay_pipeline[31] <=delay_pipeline[30];
			delay_pipeline[32] <=delay_pipeline[31];
	        delay_pipeline[33] <=delay_pipeline[32];
			delay_pipeline[34] <=delay_pipeline[33];
			delay_pipeline[35] <=delay_pipeline[34];
			delay_pipeline[36] <=delay_pipeline[35];
			delay_pipeline[37] <=delay_pipeline[36];
			delay_pipeline[38] <=delay_pipeline[37];
			delay_pipeline[39] <=delay_pipeline[38];
			delay_pipeline[40] <=delay_pipeline[39];
	        delay_pipeline[41] <=delay_pipeline[40];
			delay_pipeline[42] <=delay_pipeline[41];
			delay_pipeline[43] <=delay_pipeline[42];
			delay_pipeline[44] <=delay_pipeline[43];
			delay_pipeline[45] <=delay_pipeline[44];
			delay_pipeline[46] <=delay_pipeline[45];
			delay_pipeline[47] <=delay_pipeline[46];
			delay_pipeline[48] <=delay_pipeline[47];
	        delay_pipeline[49] <=delay_pipeline[48];
			delay_pipeline[50] <=delay_pipeline[49];
			delay_pipeline[51] <=delay_pipeline[50];
			delay_pipeline[52] <=delay_pipeline[51];
			delay_pipeline[53] <=delay_pipeline[52];
			delay_pipeline[54] <=delay_pipeline[53];
			delay_pipeline[55] <=delay_pipeline[54];
			delay_pipeline[56] <=delay_pipeline[55];
	        delay_pipeline[57] <=delay_pipeline[56];
			delay_pipeline[58] <=delay_pipeline[57];
			delay_pipeline[59] <=delay_pipeline[58];
			delay_pipeline[60] <=delay_pipeline[59];
			delay_pipeline[61] <=delay_pipeline[60];
			delay_pipeline[62] <=delay_pipeline[61];
			delay_pipeline[63] <=delay_pipeline[62];	
		end
	end
	always @(posedge clk or negedge rst) begin
		if (!rst) begin
			product[0] <= 0;
			product[1] <= 0;
			product[2] <= 0;
			product[3] <= 0;
			product[4] <= 0;
			product[5] <= 0;
			product[6] <= 0;
			product[7] <= 0;
			product[8] <= 0;
			product[9] <= 0;
			product[10] <= 0;
			product[11] <= 0;
			product[12] <= 0;
			product[13] <= 0;
			product[14] <= 0;
			product[15] <= 0;
			product[16] <= 0;
			product[17] <= 0;
			product[18] <= 0;
			product[19] <= 0;
			product[20] <= 0;
			product[21] <= 0;
			product[22] <= 0;
			product[23] <= 0;
			product[24] <= 0;
			product[25] <= 0;
			product[26] <= 0;
			product[27] <= 0;
			product[28] <= 0;
			product[29] <= 0;
			product[30] <= 0;
			product[31] <= 0;
			product[32] <= 0;
			product[33] <= 0;
			product[34] <= 0;
			product[35] <= 0;
			product[36] <= 0;
			product[37] <= 0;
			product[38] <= 0;
			product[39] <= 0;
			product[40] <= 0;
			product[41] <= 0;
			product[42] <= 0;
			product[43] <= 0;
			product[44] <= 0;
			product[45] <= 0;
			product[46] <= 0;
			product[47] <= 0;
			product[48] <= 0;
			product[49] <= 0;
			product[50] <= 0;
			product[51] <= 0;
			product[52] <= 0;
			product[53] <= 0;
			product[54] <= 0;
			product[55] <= 0;
			product[56] <= 0;
			product[57] <= 0;
			product[58] <= 0;
			product[59] <= 0;
			product[60] <= 0;
			product[61] <= 0;
			product[62] <= 0;
			product[63] <= 0;
		end
		else begin
			product[0] <=  coef[0]* delay_pipeline[0] ;
		    product[1] <=  coef[1]* delay_pipeline[1] ;
            product[2] <=  coef[2]* delay_pipeline[2] ;
            product[3] <=  coef[3]* delay_pipeline[3] ;
            product[4] <=  coef[4]* delay_pipeline[4] ;
            product[5] <=  coef[5]* delay_pipeline[5] ;
            product[6] <=  coef[6]* delay_pipeline[6] ;
            product[7] <=  coef[7]* delay_pipeline[7] ;
            product[8] <=  coef[8]* delay_pipeline[8] ;
            product[9] <=  coef[9]* delay_pipeline[9] ;
            product[10] <= coef[10]*delay_pipeline[10]; 
            product[11] <= coef[11]*delay_pipeline[11]; 
            product[12] <= coef[12]*delay_pipeline[12];
            product[13] <= coef[13]*delay_pipeline[13];
            product[14] <= coef[14]*delay_pipeline[14];
            product[15] <= coef[15]*delay_pipeline[15];
            product[16] <= coef[16]*delay_pipeline[16];
            product[17] <= coef[17]*delay_pipeline[17];
            product[18] <= coef[18]*delay_pipeline[18];
            product[19] <= coef[19]*delay_pipeline[19];
            product[20] <= coef[20]*delay_pipeline[20];
            product[21] <= coef[21]*delay_pipeline[21];
            product[22] <= coef[22]*delay_pipeline[22];
            product[23] <= coef[23]*delay_pipeline[23];
            product[24] <= coef[24]*delay_pipeline[24];
            product[25] <= coef[25]*delay_pipeline[25];
            product[26] <= coef[26]*delay_pipeline[26];
            product[27] <= coef[27]*delay_pipeline[27];
            product[28] <= coef[28]*delay_pipeline[28];
            product[29] <= coef[29]*delay_pipeline[29];
            product[30] <= coef[30]*delay_pipeline[30];
            product[31] <= coef[31]*delay_pipeline[31];
            product[32] <= coef[32]*delay_pipeline[32];
            product[33] <= coef[33]*delay_pipeline[33];
            product[34] <= coef[34]*delay_pipeline[34];
            product[35] <= coef[35]*delay_pipeline[35];
            product[36] <= coef[36]*delay_pipeline[36];
            product[37] <= coef[37]*delay_pipeline[37];
            product[38] <= coef[38]*delay_pipeline[38];
            product[39] <= coef[39]*delay_pipeline[39];
            product[40] <= coef[40]*delay_pipeline[40];
            product[41] <= coef[41]*delay_pipeline[41];
            product[42] <= coef[42]*delay_pipeline[42];
            product[43] <= coef[43]*delay_pipeline[43];
            product[44] <= coef[44]*delay_pipeline[44];
            product[45] <= coef[45]*delay_pipeline[45];
            product[46] <= coef[46]*delay_pipeline[46];
            product[47] <= coef[47]*delay_pipeline[47];
            product[48] <= coef[48]*delay_pipeline[48];
            product[49] <= coef[49]*delay_pipeline[49];
            product[50] <= coef[50]*delay_pipeline[50];
            product[51] <= coef[51]*delay_pipeline[51];
            product[52] <= coef[52]*delay_pipeline[52];
            product[53] <= coef[53]*delay_pipeline[53];
            product[54] <= coef[54]*delay_pipeline[54];
            product[55] <= coef[55]*delay_pipeline[55];
            product[56] <= coef[56]*delay_pipeline[56];
            product[57] <= coef[57]*delay_pipeline[57];
            product[58] <= coef[58]*delay_pipeline[58];
            product[59] <= coef[59]*delay_pipeline[59];
            product[60] <= coef[60]*delay_pipeline[60];
            product[61] <= coef[61]*delay_pipeline[61];
            product[62] <= coef[62]*delay_pipeline[62];
            product[63] <= coef[63]*delay_pipeline[63];
		end
	end
    always @(posedge clk or negedge rst) begin
		if (!rst) begin
			sum_buf <= 0;
		end
		else begin
			sum_buf <= product[0]+ product[1]+ product[2]+ product[3]
			+product[4]+product[5]+product[6]+product[7]
			+product[8]+product[9]+product[10]+product[11]
			+product[12]+product[13]+product[14]+product[15]
			+product[16]+product[17]+product[18]+product[19]
			+product[20]+product[21]+product[22]+product[23]
			+product[24]+product[25]+product[26]+product[27]
			+product[28]+product[29]+product[30]+product[31]
			+product[32]+product[33]+product[34]+product[35]
			+product[36]+product[37]+product[38]+product[39]
			+product[40]+product[41]+product[42]+product[43]
			+product[44]+product[45]+product[46]+product[47]
			+product[48]+product[49]+product[50]+product[51]
			+product[52]+product[53]+product[54]+product[55]
			+product[56]+product[57]+product[58]+product[59]
			+product[60]+product[61]+product[62]+product[63];
		end
	end	
	always @(sum_buf) begin
		if (!rst) begin
			unit <= 0;
		end
		else begin
		    unit <= (sum_buf >> 15);
		end
	end
	assign signal_out = unit[11:0];
endmodule	
==> run summary <==
Result of the run - finished clean
Capturing element type of the critical path - register
Synth cell types - 84
CTS tree - built
Number of global-route vias before repair - 141300
Mapped Area - 218700 um^2
GR met1 Demand/Resource - 29.99%
YS chip area - 218700 um^2
Synth-to-layout area growth - 8.366%
Arrival time worst endpoint - 11.22 ns
Clock tree buffer depth - 4
Total routing usage reported by global routing - 21.47%
Post-CTS setup buffers - 0
Top FF cell, synth - sky130_fd_sc_hd__dfrtp_1
Critical setup path kind - reg -> reg
Cycle use final - 46.37%
Count of instances resized after the clock tree is built - 0
Ratio of routed vias to standard cells - 4.668
Cell count listed in synth_stat.txt - 19970
Worst Skew - 0.1061 ns
Achievable frequency - 96.72 MHz
Final GP Congestion - 1.011
Storage element area - 50120 um^2
Number of warnings in the stage logs - 331
Global-route wire length before repair - 842900 um
Die span in y - 741.4 um
Library cell contributing the largest single delay on the critical path - sky130_fd_sc_hd__a221oi_1
Number of H-tree levels - 4
Remaining design rule violation count - 0
Pre-CTS worst setup slack - 11.90 ns
Required time of the worst setup path - 23.19 ns
Setup Viol. Count Final - 0
Residual overflow from global routing - 0
Maximum number of pins on one net before global-route repair - 131
Clock period minus final worst setup slack - 10.34 ns
Actual transition at the worst max-transition pin - 0.9288 ns
Number of cell rows - 271
Max-cap viol count - 0
Number of buffers added by the clock tree synthesis step - 243
Number of iterations in the first detailed-routing pass - 5
Share of final-layout standard cells stronger than drive strength 1 - 3.199%
CP startpoint kind - register
Yosys warning tally - 3
Register area share after synthesis - 22.92%
Post-synth regs - 2003
Total wire length after detailed routing - 530500 um
Full die area - 549700 um^2
Setup repair after global routing missed its margin - false
Total I/O pin count - 26
Clock insertion delay at the later pin of the skew report - 1.00 ns
# port buffers - 25
Async SR Flop Fraction - 100.0%
Wirelength per Cell - 19.12 um
Max transition margin - 38.08%
Half-perimeter wire length of the detailed placement result - 459000 um
Min-Delay Path Class - reg -> reg
Cell repeated most along the worst path - sky130_fd_sc_hd__fa_1
Average cell area after synthesis - 10.95 um^2
Initial DRC Count - 5441
Minimum setup slack in the final design - 11.96 ns
Gate count after technology mapping - 19970
Cell at the root of the clock tree - sky130_fd_sc_hd__clkbuf_16
Number of filler instances in the final layout - 50320
Quantity of hold-fixing buffers added after cts - 0
Width of the chip - 741.4 um
Total number of vias - 129500
Sink Count - 2003
Met2 Use GR - 31.87%
Number of enable-type register cells in the synthesized netlist - 0
Number of endpoints with negative hold slack in the final report - 0
Final Non-Filler Cells - 27740
Most crowded layer after global routing - met2
GR met3 Demand/Resource - 9.706%
Inst Count DP - 27260
Core outline area - 544600 um^2
Area occupied by multi-input gates - 145500 um^2
Initial antenna violation count - 20
Clock-pin slew of the registers on the worst-case setup and hold paths - 0.06 ns
Total negative slack for setup checks - 0 ns
Tally of nets with antenna violations remaining after routing - 0
Share of the core filled with cells in the final layout - 43.52%
Slowest cell delay on critical path - 0.61 ns
Number of pins with negative max-slew slack in the final report - 0
Fp_density - 40.16%
Crit path max fanout - 4
final timing paths:
check | cells after the start | to | slack, ns | start
worst max-delay path | 33 | sum_buf[26] | 11.96 | product[0][2]
worst min-delay path | 0 | delay_pipeline[6][4] | 0.35 | delay_pipeline[5][4]
worst max register to register | 33 | sum_buf[26] | 11.96 | product[0][2]
worst min register to register | 0 | delay_pipeline[6][4] | 0.35 | delay_pipeline[5][4]
max in group asynchronous | 6 | product[40][19] | 15.38 | rst
min in group asynchronous | 1 | product[18][18] | 3.43 | rst
final cells by class:
class	instances	area share (%)
Antenna cell	34	0.03590
Tap cell	7234	3.819
Clock buffer	314	2.861
Multi-Input combinational cell	11820	61.41
Inverter	6113	9.682
Sequential cell	2003	21.15
Clock inverter	133	0.7127
Timing Repair Buffer	91	0.3326
worst max-delay path: cells and delay by family, from the launching register on:
family          cells  cell delay (ns)
buf+inv             4             0.20
compound gates     10             2.56
fa+ha+maj          14             6.34
flops               1             0.33
xor+xnor            2             0.28
simple gates        3             0.49
state kept, by name (all words and copies together) (netlist names):
name and cells:
sum_buf 12, delay_pipeline 766, product 1213, data_in_buf 12
stage by stage:
step,hold slack (ns),cell area [um^2]
2_1_floorplan,0.3312,218700
3_3_place_gp,0.3323,228400
3_5_place_dp,0.3347,228400
4_1_cts,0.3488,236900
5_1_grt,0.3502,236900
6_report,0.3467,237000
cell families after synthesis:
logic type / Yosys count / share of synthesized area (%)
adder cells (fa/ha/maj): 7132 / 52.33
multiplexers: 56 / 0.2746
flip-flops: 2003 / 22.92
buffers and inverters: 6141 / 10.54
AND-OR/OR-AND: 1712 / 5.217
AND/OR/NAND/NOR: 1728 / 3.936
XOR/XNOR: 1194 / 4.782
cell usage in the layout, fill, tap and decap left out, types with 26 or more instances in the layout:
cell type | synthesis | layout
sky130_fd_sc_hd__o41ai_1 | 26 | 26
sky130_fd_sc_hd__nand2_1 | 254 | 254
sky130_fd_sc_hd__inv_1 | 6112 | 6112
sky130_fd_sc_hd__and3_1 | 118 | 118
sky130_fd_sc_hd__clkbuf_8 | 0 | 39
sky130_fd_sc_hd__a211o_1 | 39 | 39
sky130_fd_sc_hd__buf_4 | 0 | 64
sky130_fd_sc_hd__bufinv_16 | 0 | 30
sky130_fd_sc_hd__xnor2_1 | 950 | 950
sky130_fd_sc_hd__and2_1 | 47 | 47
sky130_fd_sc_hd__nor2_1 | 459 | 459
sky130_fd_sc_hd__xor2_1 | 244 | 244
sky130_fd_sc_hd__fa_1 | 3358 | 3358
sky130_fd_sc_hd__clkbuf_1 | 22 | 30
sky130_fd_sc_hd__o31ai_1 | 29 | 29
sky130_fd_sc_hd__nand2b_1 | 67 | 67
sky130_fd_sc_hd__o21ai_1 | 85 | 85
sky130_fd_sc_hd__or2_2 | 98 | 98
sky130_fd_sc_hd__or3_1 | 90 | 90
sky130_fd_sc_hd__a211oi_1 | 57 | 57
sky130_fd_sc_hd__a31oi_1 | 91 | 91
sky130_fd_sc_hd__dfrtp_1 | 2003 | 2003
sky130_fd_sc_hd__o21bai_1 | 134 | 134
sky130_fd_sc_hd__mux2_2 | 32 | 32
sky130_fd_sc_hd__a21o_1 | 190 | 190
sky130_fd_sc_hd__nor2b_1 | 94 | 94
sky130_fd_sc_hd__clkinv_2 | 0 | 45
sky130_fd_sc_hd__diode_2 | 0 | 34
sky130_fd_sc_hd__o21ai_0 | 148 | 148
sky130_fd_sc_hd__o21a_1 | 106 | 106
sky130_fd_sc_hd__ha_1 | 3774 | 3774
sky130_fd_sc_hd__o2111ai_1 | 28 | 28
sky130_fd_sc_hd__o211ai_1 | 28 | 28
sky130_fd_sc_hd__nor3_1 | 212 | 212
sky130_fd_sc_hd__clkbuf_16 | 0 | 245
sky130_fd_sc_hd__nand3_1 | 210 | 210
sky130_fd_sc_hd__a21oi_1 | 535 | 535
cells in the mapped netlist (all sizes together), types with 18 or more instances:
cell | n | area, um^2
a211o | 39 | 341.6
a211oi | 58 | 440.4
a21o | 190 | 1426
a21oi | 537 | 2695
a31o | 18 | 157.7
a31oi | 92 | 581.8
a41oi | 22 | 192.7
and2 | 48 | 301.5
and3 | 118 | 738.2
clkbuf | 22 | 82.58
dfrtp | 2003 | 50120
fa | 3358 | 67220
ha | 3774 | 47220
inv | 6112 | 22940
mux2 | 32 | 360.4
mux2i | 24 | 240.2
nand2 | 254 | 953.4
nand2b | 67 | 419.2
nand3 | 210 | 1051
nor2 | 459 | 1723
nor2b | 95 | 601.8
nor3 | 212 | 1061
o2111ai | 28 | 245.2
o211ai | 28 | 210.2
o21a | 107 | 804.5
o21ai | 233 | 1166
o21bai | 134 | 1006
o31ai | 29 | 217.7
o41ai | 41 | 471.7
or2 | 99 | 619.4
or3 | 90 | 563.0
xnor2 | 950 | 8320
xor2 | 244 | 2137
per-layer routing:
layer,wire [um],part of all wire [%],vias to the layer above
met5,943,0.18,-
met4,16800,3.2,32
met3,56400,11,644
met2,237100,45,2691
met1,219200,41,64290
li1,-,-,61850
